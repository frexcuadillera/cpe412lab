<file path="./run.sh">
#!/bin/bash
# OpenROAD 26Q1-2900-gdf79404cd8, Yosys 0.63+post, stock flow scripts
make -C /OpenROAD-flow-scripts/flow DESIGN_CONFIG=/design/flow/config.mk WORK_HOME=/design/flow/orfs finish
</file>
<file path="./config.mk">
export PLATFORM = sky130hd
export DESIGN_NAME = fa_4b
export DESIGN_NICKNAME = fa_4b
export VERILOG_FILES = /design/flow/design.v
export SDC_FILE = /design/flow/constraint.sdc
export NUM_CORES = 4
export LEC_CHECK = 1
export CORE_AREA = 10 10 70 70
export DIE_AREA = 0 0 80 80
</file>
<file path="./constraint.sdc">
current_design fa_4b

set clk_period 3.8
set clk_io_pct 0.2

create_clock -name clk0 -period $clk_period

set non_clock_inputs [all_inputs -no_clocks]
set_input_delay [expr $clk_period * $clk_io_pct] -clock clk0 $non_clock_inputs
set_output_delay [expr $clk_period * $clk_io_pct] -clock clk0 [all_outputs]
</file>
<file path="./design.v">
module fa_4b(a3,b3,a2,b2,a1,b1,a0,b0,cin,s3,s2,s1,s0,cout);
input a3,b3,a2,b2,a1,b1,a0,b0,cin;
output s3,s2,s1,s0,cout;
wire c0,c1,c2;
assign s0 = a0^b0^cin;
assign c0 = (a0&b0)|(b0&cin)|(a0&cin);
assign s1 = a1^b1^c0;
assign c1 = (a1&b1)|(b1&c0)|(a1&c0);
assign s2 = a2^b2^c1;
assign c2 = (a2&b2)|(b2&c1)|(a2&c1);
assign s3 = a3^b3^c2;
assign cout = (a3&b3)|(b3&c2)|(a3&c2);
endmodule
</file>
==> notes.md <==
impl run done, here's what came out: pin count of the biggest net entering global routing 2, Commonest cells post-synth inv_1 (10), fa_1 (4), final-layout clock buffer total 0, Total GRT Usage 1.30%, Std-Cell Core Area 3420 µm², RSZ-0062 raised after global routing no, DRT Pass-1 Iters 1, WHS between 2 and 2.5 ns, Pins Over Slew Limit 0, ANT cells 0, min cycle time layout 3.65 ns, count leader, synth inv_1, RD Place Congestion 0.783, YS warnings 0, Worst Tran Pin Value 0.0986 ns, Setup crit start kind input pin, chip area roughly 6400 µm², Syn-to-layout area delta 173%, Avg Cell Area, Syn 8.40 µm², ANT nets after route 0, Slew headroom 93.4%, first-pass GRT wire length ~660 µm, Hold Crit Depth 5, worst endpoint required time 3.04 ns, flop count 0, Flop area 0 µm², synthesized netlist cell count 14, vias per cell between 1.5 and 2, number of global-route vias before repair 135, WS Path Type input pin to primary output, final setup TNS 0 ns, DR WL/cell slightly below 6 µm, Final Hold Fails 0, Mapped Area 118 µm², Power Total 0.0366 mW, Synth area leaders fa_1 (68%), inv_1 (32%), Layout Cells excl Fill 74, CP max FO 1, FP Util 3.44%, fmax between 0.2 and 0.3 GHz, layout cells sized above 1 25.0%, static leakage 0.144 nW, Port Buf Inserts 14, Pwr Density between 100 and 150 nW/µm², DRC 0, Die Wd ~80 µm, peak supply drop ~0.035 mV, Die Y approximately 80 µm, Post CTS Setup Buffer Count 0, io pins 14, total grt overflow 0, Post-DP HPWL 438 µm, Gate Area 87.6 µm², period utilization 95.9%, hold crit path type input pin to primary output, Cells after DPL 74, Top cell area share 68.1%, Synth Seq Share 0%, drt initial violations 0, unique cell type count in the Yosys netlist 2, # fillers 399, # Cells Yosys 14, status completed, yosys synthesis chip area 118 µm², antenna violations before repair 0, hold bufs inserted after CTS 0, Max Cap Viol 0, via count 131, Crit path arrival time 2.89 ns, Yosys top cell by area fa_1, setup violators final 0, Final Util 9.41%, drt total wl 438 µm, crit end category primary output, tally of OpenROAD warnings 32, std cell rows 21
final timing paths:
path,slack [ns],endpoint,start
worst max-delay path,0.15,s3,cin
worst min-delay path,2.27,cout,b3
power breakdown:
part           leakage [nW]  switching (mW)  internal, mW
clock network             0               0             0
logic                 0.144          0.0110        0.0256
registers                 0               0             0
stage by stage:
stage | area [µm²] | setup slack [ns]
floorplan | 118 | 0.803
global placement | 315 | -0.182
detailed placement | 315 | -0.223
CTS | 319 | 0.0142
global route | 322 | 0.0412
finish | 322 | 0.154
critical path, cell delays in order:
cell	delay, ns
clkdlybuf4s50_1	0.39
inv_1	0.08
fa_2	0.20
inv_2	0.04
fa_2	0.34
fa_2	0.34
inv_2	0.06
fa_1	0.41
inv_1	0.06
dlygate4sd2_1	0.19
cell families after synthesis:
kind of cell	after synthesis	synth area share [%]
buffers and inverters	10	31.9
adders and majority gates	4	68.1
cell type report:
| class | instances | area share, % |
|---|---|---|
| repair buffers | 14 | 43.2 |
| multi-input cells | 4 | 27.2 |
| well taps | 46 | 17.9 |
| inverters | 10 | 11.7 |
repair_timing:
action / in CTS / in global routing
pin swaps: 4 / 3
endpoints found under the setup margin: 2 / 1
gates resized: 10 / 1
hold endpoints to repair: 0 / 0
routing by layer:
layer,wire length (µm),up-vias,GRT usage (%),part of all wire (%)
li1,-,60,-,-
met3,70,0,0.341,16
met2,132,13,1.85,30
met4,0,0,0,0
met1,235,58,2.01,54
met5,0,-,0,0
layout by cell type (no fill, tap or decap), drive strengths merged:
master	count
clkdlybuf4s50	10
dlygate4sd2	3
fa	4
inv	10
dlymetal6s2s	1
Power figures rest on the tool's default switching activity, not on a simulated workload.

--- flow/design.v ---
module demux18_behavioural(in,en,s0,s1,s2,o);
  input en,in,s0,s1,s2;
  output reg [7:0]o;
  always @(en or in or s0 or s1 or s2) begin
	o = 8'b00000000;
	if(en == 1)begin
		if(in == 1)begin
			case({s2,s1,s0})
			0: o[0] = 1;
			1: o[1] = 1;
			2: o[2] = 1;
			3: o[3] = 1;
			4: o[4] = 1;
			5: o[5] = 1;
			6: o[6] = 1;
			7: o[7] = 1;
			endcase
		end
	end
	else begin
	o = 8'b00000000;
	end
  end
endmodule
--- flow/run.sh ---
#!/bin/bash
# OpenROAD 26Q1-2900-gdf79404cd8, Yosys 0.63+post, stock flow scripts
make -C /OpenROAD-flow-scripts/flow DESIGN_CONFIG=/design/flow/config.mk WORK_HOME=/design/flow/orfs finish
--- flow/config.mk ---
export PLATFORM = sky130hd
export DESIGN_NAME = demux18_behavioural
export DESIGN_NICKNAME = demux18_behavioural
export VERILOG_FILES = /design/flow/design.v
export SDC_FILE = /design/flow/constraint.sdc
export NUM_CORES = 4
export LEC_CHECK = 1
export CORE_AREA = 10 10 70 70
export DIE_AREA = 0 0 80 80
--- flow/constraint.sdc ---
current_design demux18_behavioural

set clk_period 1.0
set clk_io_pct 0.2

create_clock -name clk0 -period $clk_period

set non_clock_inputs [all_inputs -no_clocks]
set_input_delay [expr $clk_period * $clk_io_pct] -clock clk0 $non_clock_inputs
set_output_delay [expr $clk_period * $clk_io_pct] -clock clk0 [all_outputs]
==> impl_metrics.csv <==
group,metric,value,unit
synthesis,synthesis.yosys.warnings,1,
placed_design,post_dp_cell_area,277.8,um2
synthesis,synth_cells,14,
synthesis,yosysChipArea,67.56,um2
sta,tns,-0.1658,ns
sta,worst_slack_setup_final,-0.1040,ns
pwr,power_switching_share,0.4298,
synthesis,avgSynthCellArea,4.826,um2
worst_setup_path,cp.arrival,0.90,ns
detailed_routing,drt-met1-wl,223,um
pwr,pwr-share-clk,0,
pwr,seqPwrFrac,0,
pwr,power_leakage,0.0001248,uW
floorplan,dieArea,0.006400,mm2
sta,final-max-slew-violation-count,0,
sta,timing.final.setup_violations,2,
global_routing,grt_start_max_net_pins,5,
run_status,run_status,"complete, but fails checks",
worst_setup_path,crit_path_max_fanout,2,
run,log.warning_count,34,
worst_setup_path,worst-endpoint-required,0.80,ns
floorplan,floorplan.core_util,0.01978,
detailed_routing,highest_metal_layer_with_signal_wires,"met3",
detailed_routing,antenna-diode-count,0,
worst_setup_path,crit_path_top_delay_cell,"sky130_fd_sc_hd__or3b_4",
layout,final-seq-area,0,um2
placed_design,numPortBuffers,13,
worst_setup_path,worstPathBufferInverterCount,2,
placed_design,gp_congestion,0.7785,
global_routing,grt_pass1_vias,143,
pwr,overall_power,70.01,uW
pwr,pwr-share-comb,1.000,
run_status,violations_in_the_final_reports,"setup timing",
synthesis,synth_cell_type_count,7,
floorplan,die_h,80,um
synthesis,ys_seq_frac,0,
floorplan,die_w,80,um
sta,tightest_slew,0.1236,ns
global_routing,grt-ovfl-total,0,
global_routing,grt_first_pass_wirelength,648,um
detailed_routing,num_vias,169,
floorplan,core_area,0.003416,mm2
run,maxcap_viol_count,0,
detailed_routing,first_iter_violations,1,
clock_network,cts_post_setup_buffers_inserted,0,
hold_path,min_path_type,"primary input to output port",
layout,finish.cell_count_without_fillers,76,
detailed_routing,route.detailed.drc,0,
layout,flow.area_growth_from_synthesis,320.4,%
layout,n_sequential_cell,0,
floorplan,core.rowCount,21,
worst_setup_path,worst-setup-path-type,"primary input to output port",
worst_setup_path,timing.critical_path.max_delay_family,"simple AND/OR/NAND/NOR gates",
detailed_routing,drt-wirelength-per-cell,6.145,um
clock_network,post_cts_hold_buffer_count,0,
global_routing,global_route.usage.total,0.01178,
sta,achievable-frequency,0.9058,GHz
layout,final_util,0.08315,
detailed_routing,met2RoutedLength,133,um
floorplan,io_pins,13,
detailed_routing,postRouteAntennaNets,0,
sta,ratio_of_final_minimum_period_to_clock_period,1.104,
worst_setup_path,timing.critical_path.to_type,"output port",
pwr,p_int,39.92,uW
hold_path,min_path_cells,4,
detailed_routing,drt_pass1_iterations,2,
worst_setup_path,critical_path.startpoint_type,"primary input",
sta,minimum_clock_period_after_layout,1.104,ns
hold_path,worstHoldStart,"s2",
layout,drive_gt1_frac,0.8000,
layout,num-clock-buffers,0,
sta,rsz0062_at_grt,"yes",
pwr,power.density_cell_area,246.5,mW/mm2
layout,layout_cell_area_excl_fill,284.0,um2
sta,slew_headroom,0.9173,
sta,hold_viol_final,0,
detailed_routing,met3WireLength,110,um
worst_setup_path,timing.critical_path.cells,"buf_6, or3b_4, nor2_1, buf_2",
hold_path,hold_path_end,"o[2]",
synthesis,ys_cells,14,
pwr,switching_power,30.09,uW
pwr,peakVddDrop,0.00002917,V
placed_design,placedCellCount,76,
detailed_routing,detail_route.vias_per_cell,2.224,
worst_setup_path,critPathMaxStageDelay,0.39,ns
synthesis,syn_area,67.57,um2
global_routing,grt_antenna_before_repair,0,
detailed_routing,route.final.wire_length,467,um
-- cell type report --
cell class,instances,area (um2)
Timing Repair Buffer,16,117.6
Tap cell,46,57.56
Multi-Input combinational cell,14,108.9
Fill cell,400,3132
-- worst max path at each step --
| stage | from | to | slack (ns) | depth (start not counted) |
|---|---|---|---|---|
| final | s1 | o[0] | -0.10 | 4 |
| after global routing | s1 | o[0] | -0.12 | 4 |
| after CTS | s2 | o[1] | -0.09 | 4 |
-- logic make-up (layout without fill, tap and decap cells) --
kind of cell | count (synthesis) | after routing | synth area share
buf+inv | 0 | 16 | 0
simple gates | 14 | 14 | 1.000
-- synthesized netlist by cell type --
master / count / area share
sky130_fd_sc_hd__nand2_1: 2 / 0.11
sky130_fd_sc_hd__nand2b_1: 1 / 0.093
sky130_fd_sc_hd__nand3_1: 1 / 0.074
sky130_fd_sc_hd__nand3b_1: 1 / 0.11
sky130_fd_sc_hd__nor2_1: 6 / 0.33
sky130_fd_sc_hd__nor3_1: 2 / 0.15
sky130_fd_sc_hd__or3b_1: 1 / 0.13
-- layer usage --
metal	vias to the layer above	GRT usage
met5	-	0
met4	0	0
met3	0	0.007955
met2	13	0.01605
met1	77	0.01582
li1	79	-
-- tightest hold or removal path, cell delays in order --
cell	delay, ns
sky130_fd_sc_hd__buf_6	0.07
sky130_fd_sc_hd__buf_6	0.11
sky130_fd_sc_hd__nor3_4	0.03
sky130_fd_sc_hd__buf_2	0.10
-- layout by cell type, fill, tap and decap left out --
cell / synthesis / routed
sky130_fd_sc_hd__nor2_2: 0 / 2
sky130_fd_sc_hd__or3b_4: 0 / 1
sky130_fd_sc_hd__nor3_4: 0 / 1
sky130_fd_sc_hd__buf_4: 0 / 1
sky130_fd_sc_hd__buf_6: 0 / 5
sky130_fd_sc_hd__nand3b_1: 1 / 1
sky130_fd_sc_hd__buf_2: 0 / 9
sky130_fd_sc_hd__dlygate4sd2_1: 0 / 1
sky130_fd_sc_hd__nand2b_4: 0 / 1
sky130_fd_sc_hd__nor3_2: 0 / 1
sky130_fd_sc_hd__nor2_1: 6 / 4
sky130_fd_sc_hd__nand3_2: 0 / 1
sky130_fd_sc_hd__nand2_2: 0 / 2
-- metrics by stage --
step | hold WS [ns] | setup slack [ns]
6_report | 0.7110 | -0.1040
5_1_grt | 0.7365 | -0.1160
4_1_cts | 0.7026 | -0.09176
3_5_place_dp | 1.394 | -0.8039
3_3_place_gp | 1.391 | -0.7946
2_1_floorplan | 0.4163 | 0.1715
-- repair_timing --
| action | CTS | global route |
|---|---|---|
| endpoints found under the setup margin | 8 | 6 |
| resized | 49 | 7 |
| pin swaps | 9 | 5 |
-- power by group through the flow --
| stage | registers [uW] | clock network, uW | logic (uW) |
|---|---|---|---|
| 6_report | 0 | 0 | 70.0 |
| 5_1_grt | 0 | 0 | 75.9 |
| 4_1_cts | 0 | 0 | 58.6 |
Power and IR drop assume default switching activity.
